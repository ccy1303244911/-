==> flow/design.v <==
module clk_extra (
input wire clk,
input wire rst_n,
input wire CLK_R,     
input wire TIME_R, 
input wire PAUSE_R,
input wire STOP_R,   
input wire CLEAR_R, 
input wire PRE_R, 
input wire alarm_ready_R_clk,    
input wire [23:0] alarm_R,  
output reg [23:0] data_out,
output reg buzzer    
);
reg [23:0] data_out_reg;
reg [23:0] STOPPING_REG;     
reg alarm_ready_R_reg;   
reg [23:0] alarm_R_reg;
reg equal;       
reg greater;
reg less;
reg [25:0] cnt;
reg [3:0] cnt_s_10;
reg [3:0] cnt_s_6;
reg [3:0] cnt_m_10;
reg [3:0] cnt_m_6;
reg [3:0] cnt_h_4;
reg [3:0] cnt_h_2;
reg [5:0] STATE_FLAG;    
parameter CNT_MAX=49999999;
always @(posedge clk or negedge rst_n) 
begin
    if (!rst_n) 
    begin
        STATE_FLAG<=0;    
    end    
    else
        STATE_FLAG<={CLK_R,TIME_R,PAUSE_R,STOP_R,CLEAR_R,PRE_R};
end
always @(posedge clk or negedge rst_n) 
begin
    if (!rst_n) 
    begin
        cnt<=0;    
    end        
    else if (cnt==CNT_MAX) 
    begin
        cnt<=0;    
    end
    else if (STATE_FLAG==6'b110000) 
    begin
        cnt<=cnt+1;
    end
    else
        cnt<=cnt;
end
always @(posedge clk or negedge rst_n) 
begin
    if (!rst_n) 
    begin
        cnt_s_10<=0;
    end    
    else if (cnt==CNT_MAX&&STATE_FLAG==6'b110000) 
    begin
        cnt_s_10<=cnt_s_10+1;    
    end
    else if (cnt_s_10==10)
    begin
        cnt_s_10<=0;
    end 
    else
        cnt_s_10<=cnt_s_10;
end
always @(posedge clk or negedge rst_n) 
begin
    if (!rst_n) 
    begin
        cnt_s_6<=0;
    end    
    else if (cnt_s_10==10&&STATE_FLAG==6'b110000) 
    begin
        cnt_s_6<=cnt_s_6+1;    
    end
    else if(cnt_s_6==6)
    begin
        cnt_s_6<=0;
    end 
    else
        cnt_s_6<=cnt_s_6;
end
always @(posedge clk or negedge rst_n) 
begin
    if (!rst_n) 
    begin
        cnt_m_10<=0;
    end    
    else if (cnt_s_6==6&&STATE_FLAG==6'b110000) 
    begin
        cnt_m_10<=cnt_m_10+1;    
    end
    else if (cnt_m_10==10)
    begin
        cnt_m_10<=0;
    end
    else
        cnt_m_10<=cnt_m_10;
end
always @(posedge clk or negedge rst_n) 
begin
    if (!rst_n) 
    begin
        cnt_m_6<=0;
    end    
    else if (cnt_m_10==10&&STATE_FLAG==6'b110000) 
    begin
        cnt_m_6<=cnt_m_6+1;    
    end
    else if (cnt_m_6==6)
    begin
        cnt_m_6<=0;
    end 
    else
        cnt_m_6<=cnt_m_6;
end
always @(posedge clk or negedge rst_n) 
begin
    if (!rst_n) 
    begin
        cnt_h_4<=0;    
    end
    else if (cnt_m_6==6&&STATE_FLAG==6'b110000) 
    begin
        cnt_h_4<=cnt_h_4+1;    
    end
    else if (cnt_h_4==10)
    begin
        cnt_h_4<=0;
    end
    else
        cnt_h_4<=cnt_h_4;
end
always @(posedge clk or negedge rst_n) 
begin
    if (!rst_n) 
    begin
        cnt_h_2<=0;    
    end
    else if (cnt_h_4==10&&STATE_FLAG==6'b110000) 
    begin
        cnt_h_2<=cnt_h_2+1;    
    end
    else if (cnt_h_2==2&&cnt_h_4==4)
    begin
        cnt_h_2<=0;
    end
    else
        cnt_h_2<=cnt_h_2;
end
always @(posedge clk or negedge rst_n) 
begin
    if (!rst_n) 
    begin
        STOPPING_REG<=0;    
    end    
    else if (STATE_FLAG==6'b110100) 
    begin
        STOPPING_REG<={cnt_h_2,cnt_h_4,cnt_m_6,cnt_m_10,cnt_s_6,cnt_s_10};    
    end   
end
always @(posedge clk or negedge rst_n) 
begin
    if (!rst_n) 
    begin
        data_out_reg<=0;    
    end
    else if (STATE_FLAG==6'b110110)    
    begin
        data_out_reg<=0;    
    end    
    else if (STATE_FLAG==6'b110111)    
    begin
        data_out_reg<=STOPPING_REG;    
    end
    else if (buzzer==1) 
    begin
        data_out_reg<=data_out_reg;  
    end
    else
        data_out_reg<={cnt_h_2,cnt_h_4,cnt_m_6,cnt_m_10,cnt_s_6,cnt_s_10};
end
always @(posedge clk or negedge rst_n) 
begin
    if (!rst_n) 
    begin
        data_out<=0;    
    end    
    else
        data_out<=data_out_reg;
end
always @(posedge clk or negedge rst_n) 
begin
    if (!rst_n) 
    begin
        alarm_ready_R_reg<=0;    
    end    
    else if (alarm_ready_R_clk) 
    begin
        alarm_ready_R_reg<=1;
    end
end
always @(posedge clk or negedge rst_n) 
begin
    if (!rst_n) 
    begin
        alarm_R_reg<=0;    
    end    
    else
        alarm_R_reg<=alarm_R;
end
always @(posedge clk or negedge rst_n) 
begin
    if (!rst_n) 
    begin
        equal<=0;
        greater<=0;
        less<=0;    
    end    
    else if (data_out_reg==alarm_R_reg) 
    begin
        equal<=1; 
        greater<=0;
        less<=0;   
    end
    else if (data_out_reg<alarm_R_reg) 
    begin
        equal<=0; 
        greater<=1;
        less<=0;  
    end
    else if (data_out_reg>alarm_R_reg) 
    begin
        equal<=0; 
        greater<=0;
        less<=1; 
    end  
end
always @(posedge clk or negedge rst_n) 
begin
    if (!rst_n) 
    begin
        buzzer<=0;    
    end    
    else if (equal&&alarm_ready_R_reg) 
    begin
        buzzer<=1;    
    end
end
endmodule
==> flow/run.sh <==
#!/bin/bash
# OpenROAD 26Q1-2900-gdf79404cd8, Yosys 0.63+post, stock flow scripts
make -C /OpenROAD-flow-scripts/flow DESIGN_CONFIG=/design/flow/config.mk WORK_HOME=/design/flow/orfs finish
==> flow/config.mk <==
export PLATFORM = sky130hd
export DESIGN_NAME = clk_extra
export DESIGN_NICKNAME = clk_extra
export VERILOG_FILES = /design/flow/design.v
export SDC_FILE = /design/flow/constraint.sdc
export NUM_CORES = 4
export LEC_CHECK = 1
export CORE_UTILIZATION = 30
==> flow/constraint.sdc <==
current_design clk_extra

set clk_period 4.1
set clk_io_pct 0.2

create_clock -name clk0 -period $clk_period [get_ports {clk}]

set non_clock_inputs [all_inputs -no_clocks]
set_input_delay [expr $clk_period * $clk_io_pct] -clock clk0 $non_clock_inputs
set_output_delay [expr $clk_period * $clk_io_pct] -clock clk0 [all_outputs]
==> results.sh <==
# flow metrics
export IMPL_outcome="finished clean"
export IMPL_io_pins=58
export IMPL_internal_power_mw=2.47
export IMPL_chip_area_um2=22400
export IMPL_yosysMostFrequentCell="dfrtp_1"
export IMPL_cts_hold_buf=0
export IMPL_worst_hold_slack_ns=0.421
export IMPL_detail_route_antenna_diodes=0
export IMPL_reg2regPathDepth=4
export IMPL_placeableCoreArea_um2=21200
export IMPL_worst_hold_path_endpoint="data_out[18]"
export IMPL_gp_congestion=0.902
export IMPL_switching_power_mw=0.745
export IMPL_setup_viol=0
export IMPL_finalHoldViolations=0
export IMPL_origin_of_the_critical_flop_to_flop_path="cnt[11]"
export IMPL_p_clk_share_pct=47.9
export IMPL_dpl_cell_count=859
export IMPL_timing_critical_path_to_type="primary output"
export IMPL_synth_cells_most_frequent="dfrtp_1 (155), nand2_1 (40), o21ai_0 (39), mux2i_1 (38), nand3_1 (36)"
export IMPL_route_antenna_remaining_nets=0
export IMPL_timing_fmax_mhz=401
export IMPL_total_of_buffers_placed_on_input_and_output_ports=57
export IMPL_grt_util_met2_pct=18.3
export IMPL_switching_share_pct=23.1
export IMPL_min_delay_path_class="reg -> reg"
export IMPL_worstReg2RegEnd="cnt[17]"
export IMPL_final_period_utilization_pct=60.8
export IMPL_dpl_hpwl_um=8820
export IMPL_remaining_drc_errors=0
export IMPL_rsz0062_at_grt="no"
export IMPL_yosys_stat_cells=540
export IMPL_synth_area_um2=6540
export IMPL_critical_path_max_stage_delay_ns=0.56
export IMPL_yosysChipArea_um2=6540
export IMPL_groute_usage_overall_pct=12.8
export IMPL_n_fill_cell=1937
export IMPL_leakage_nw=3.39
export IMPL_finish_instance_area_um2=8000
export IMPL_global_route_peak_usage_layer="met1"
export IMPL_largest_fanout_of_any_net_on_the_critical_path=26
export IMPL_slew_at_the_pin_with_the_worst_max_slew_slack_ns=0.874
export IMPL_post_drt_wl_per_cell_um=14.8
export IMPL_drt_pre_antenna_iters=4
export IMPL_setup_tns_final_ns=0
export IMPL_post_cts_resize_count=0
export IMPL_synthDominantCellAreaShare_pct=59.3
export IMPL_synthFlopType="dfrtp_1"
export IMPL_worstSetupPathType="reg -> out"
export IMPL_timing_critical_path_arrival_ns=1.67
export IMPL_max_cap_violations=0
export IMPL_powerDensity_nw_per_um2=402
export IMPL_cp_start_kind="flop"
export IMPL_worstPathCellList="buf_4 -> clkdlybuf4s50_1"
export IMPL_clock_root_buffer="clkbuf_16"
export IMPL_cts_made_buffers=17
export IMPL_ys_warn_count=1
export IMPL_finalClockSkew_ns=0.00892
export IMPL_netlist_top_cells_area="dfrtp_1 (59%), mux2i_1 (5.8%), xnor2_1 (3.1%)"
export IMPL_flip_flop_count_of_the_largest_register_after_layout=48
export IMPL_cts_post_setup_buffers_inserted=0
export IMPL_fp_utilization_pct=30.8
export IMPL_layout_setup_ws_ns=1.61
export IMPL_overflow=0
export IMPL_seq_power_share_pct=48.8
export IMPL_drive_gt1_share_pct=10.9
export IMPL_post_synth_tally_of_flip_flops_with_integrated_enable=0
export IMPL_via_count_of_the_first_global_routing_pass=4222
export IMPL_timing_final_crit_period_ns=2.49
export IMPL_placement_setup_worst_slack_ns=1.88
export IMPL_floorplan_die_height_um=150
export IMPL_cts_num_sinks=155
export IMPL_cpMaxStageDelayCell="clkdlybuf4s50_1"
export IMPL_floorplan_rows=53
export IMPL_routed_via_count=4280
export IMPL_yosys_register_bits=155
export IMPL_critical_path_required_ns=3.28
export IMPL_chip_width_um=150
export IMPL_post_syn_area_per_cell_um2=12.1
export IMPL_tritoncts="done"
export IMPL_grt_antenna_before_repair=0
export IMPL_first_iter_violations=254
export IMPL_holdPathStages=0
export IMPL_async_sr_flop_fraction_pct=100
export IMPL_area_delta_synth_final_pct=22.4
export IMPL_stdcell_count=891
export IMPL_clkLatencyLatePin_ns=0.42
export IMPL_final_slew_viol_count=0
export IMPL_grt_max_degree=84
export IMPL_stage_log_warnings=33
export IMPL_finalWirelength_um=13200
export IMPL_power_combinational_fraction_pct=3.3
export IMPL_vias_per_cell=4.80
export IMPL_worstHoldStart="data_out_reg[18]"
export IMPL_ctsHtreeMaxLevel=4
export IMPL_synth_yosys_seq_area_share_pct=59.3
export IMPL_met1_usage_pct=20.7
export IMPL_synthesis_instances=540
export IMPL_yosys_cell_types_count=49
export IMPL_grtUsageMet3_pct=3.14
export IMPL_synth_area_leader_cell="dfrtp_1"
export IMPL_cts_clk_slew_worst_paths_ns=0.07
export IMPL_power_ir_vdd_worst_mv=0.223
export IMPL_cell_area_after_placement_um2=7420
export IMPL_grt_first_pass_wirelength_um=22000
export IMPL_cts_root_to_sink_buffers=2
export IMPL_r2r_setup_slack_ns=1.89
export IMPL_relSlewSlack_pct=41.5
## cells in the final DEF (no fill, tap or decap), drive strengths merged, types with 3 or more instances in the layout
master           n
buf              7
and2             3
nor4            10
or4              4
a21oi            9
dfrtp          155
nor3            11
clkdlybuf4s50   56
ha              15
or3              6
o31ai            4
nand3           36
and3             7
nand4           21
xnor2           23
xor2            22
clkbuf          18
mux2            17
o21ai           41
and4             8
nor2            11
mux2i           38
clkinv           3
nand3b           6
nand2           40
inv             22
## power by group through the flow
stage         Sequential, mW  Clock (mW)  Combinational [mW]
global route            1.57        1.64               0.122
finish                  1.57        1.54               0.108
CTS                     1.57        1.57               0.112
## critical path: cells and delay by family, from the launching register on
kind	cells	cell delay, ns
buffers and inverters	2	0.94
DFF	1	0.32
## stage by stage
stage | power, mW | util, %
6_report | 3.22 | 37.7
3_5_place_dp | 1.71 | 35.0
3_3_place_gp | 1.71 | 35.0
4_1_cts | 3.25 | 37.7
2_1_floorplan | 1.63 | -
5_1_grt | 3.34 | 37.7
## layout make-up
class,count,area [µm²],area share [%]
timing repair buffer,63,617,7.71
tap,275,344,4.30
clock inverter,14,148,1.84
clock buffer,18,439,5.49
multi-input combinational,352,2520,31.5
sequential,155,3880,48.5
inverter,14,52.6,0.657
## metal layers
layer  wire length (µm)  vias to the layer above
met5                  0                        -
met4                136                        0
met3                771                       11
met2               5660                      117
met1               6650                     2081
li1                   -                     2071
## worst max-delay path by stage
stage,startpoint,end,slack (ns),cells past startpoint
6_report,buzzer,buzzer,1.61,2
5_1_grt,buzzer,buzzer,1.51,2
4_1_cts,buzzer,buzzer,1.57,2
## cells by family after synthesis
logic type               Yosys count  synth area share (%)
AND-OR/OR-AND                     66                  5.78
XOR/XNOR                          45                  6.03
adder cells (fa/ha/maj)           15                  2.87
buffers and inverters             33                  2.07
flip-flops                       155                  59.3
multiplexers                      55                  8.74
AND/OR/NAND/NOR                  171                  15.2
Power and IR drop assume default switching activity.
